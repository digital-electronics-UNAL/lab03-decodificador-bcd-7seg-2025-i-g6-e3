### design/flow/run.sh
#!/bin/bash
# OpenROAD 26Q1-2900-gdf79404cd8, Yosys 0.63+post, stock flow scripts
make -C /OpenROAD-flow-scripts/flow DESIGN_CONFIG=/design/flow/config.mk WORK_HOME=/design/flow/orfs finish
### design/flow/config.mk
export PLATFORM = sky130hd
export DESIGN_NAME = DivFreq
export DESIGN_NICKNAME = DivFreq
export VERILOG_FILES = /design/flow/design.v
export SDC_FILE = /design/flow/constraint.sdc
export NUM_CORES = 4
export LEC_CHECK = 1
export CORE_AREA = 10 10 70 70
export DIE_AREA = 0 0 80 80
### design/flow/constraint.sdc
current_design DivFreq

set clk_period 2.0
set clk_io_pct 0.2

create_clock -name clk0 -period $clk_period [get_ports {CLK_50}]

set non_clock_inputs [all_inputs -no_clocks]
set_input_delay [expr $clk_period * $clk_io_pct] -clock clk0 $non_clock_inputs
set_output_delay [expr $clk_period * $clk_io_pct] -clock clk0 [all_outputs]
### design/flow/design.v
module DivFreq (
    input CLK_50,
    input rst,
    output reg CLK2 
  );
  reg [$clog2(200)-1:0] counter;
  initial begin
    counter = 'd00;
    CLK2 = 1'b0;
  end
  always @ (posedge CLK_50) begin
    if (counter == 200) begin
        counter = 0;
        CLK2 <= ~CLK2;
    end
    else begin
        counter = counter +1;
    end 
  end
endmodule
==> summary.txt <==
Synthesis and place-and-route results.

- The flow ran to the end, and the final reports show no timing, DRC or antenna violations.
- Subtracting the final worst setup slack from the clock period gives 1.47 ns.
- The met2 routed wirelength is approximately 280 um.
- The worst path required time is about 1.9 ns.
- The core outline area is 3420 um2.
- Using the TritonRoute via totals, the vias-per-cell ratio works out to between 3 and 4.
- In this run, the synthesized area fraction spent on xor and xnor cells is recorded as 0.105.
- The final cycle utilization of the critical path is 0.733.
- The synthesized chip area reported by yosys is about 420 um2.
- After synthesis, the largest family of logic cells by area is simple AND/OR/NAND/NOR gates.
- The portion of the post-synthesis area used by sequential elements is 0.455.
- Hold repair after CTS inserted 0 buffers.
- The overall die width is approximately 80 um.
- In the routed design, unresolved DRC markers number 0.
- The overall die size recorded for this design is 6400 um2.
- The static leakage is roughly 0.16 nW.
- TritonCTS built the clock tree.
- The post-detailed-placement half-perimeter wirelength is ~450 um.
- The number of buffers added by the clock tree synthesis step is 3.
- The cell-mix breakdown from Yosys lists the simple-gate area share as 0.216.
- The violation count after the first detailed-route iteration is 4.
- After detailed routing, the average wire length per cell comes to between 6 and 7 um.
- The number of distinct standard cells referenced by the synthesized netlist is 19.
- The fraction of the core area occupied by cells at floorplan is 0.122.
- Setup repair after global routing left no endpoint under its margin.
- Per the detail_route log, met3 wirelength is roughly 7 um.
- The die span in y is approximately 80 um.
- The kind of start point of the critical path is a flop.
- The number of clock sinks came to 9.
- Routed signal wires occupy layers up through met4.
- The boundary pin count is 3.
- The endpoint identified for the worst register-to-register timing path is CLK2.
- The critical path class is flop to flop.
- The final-layout setup total negative slack is 0 ns.
- The tool flagged a number of max-cap violations equal to 0.
- Setup slack on the worst reg-to-reg path comes out at ~0.53 ns.
- Per the detailed-route log, wirelength across all metal layers totals 625 um.
- The critical path endpoint is CLK2.
- The detailed-routing iteration count for the pre-antenna-repair pass is 2.
- The routed layout has roughly 280 vias.
- The number of slew-limit violations in the final report is 0.
- Per the post-route antenna check, the number of violating nets is 0.
- The library cell used most frequently in the layout, excluding fill and tap cells, is sky130_fd_sc_hd__dfxtp_1.
- After global routing the overflow that remains totals 0.
- The synthesis report lists the Yosys warning total as 1.
- The cell depth of the worst flop-to-flop path is 4.
- The share of synthesized cell area in full adder, half adder and majority cells is 0.0599.
- As logged by OpenROAD, the buffers inserted on ports number 1.
- Per the run report, area growth between synthesis and finish was 19.8%.
- The peak supply drop is approximately 150 uV.
- Row generation in the floorplan step produced 21 rows.
- The count of warning messages emitted by the tools is 27.
- The total power per unit cell area is about 630 nW/um2.
- The mux cell area share after synthesis is 0.0240.
- The number of standard cells reported by yosys is between 40 and 50.
- For the pin with the worst max-slew slack, the measured transition is between 0.3 and 0.4 ns.
- In the layout the commonest cells are 8 x sky130_fd_sc_hd__dfxtp_1, 5 x sky130_fd_sc_hd__inv_1, 4 x sky130_fd_sc_hd__nor2_1.
- The worst slack on hold paths is 0.488 ns.
- The first element of the critical path is counter[0].
- The later pin in the worst-skew pair is clocked with a latency of ~0.25 ns.
- The layout cell share with drive strength beyond 1 is 0.0889.
- Buffers added to address setup during post-CTS repair amount to 0.
- In the final routing, the length of wire on met1 measures about 320 um.
- The post-synthesis share of cell area spent on and-or and or-and gates is 0.0689.
- The tree is rooted in a sky130_fd_sc_hd__clkbuf_4.
- The initial antenna violation count is 0.
- The hold violation count in the final report is 0.
- Along the worst path, the maximum fanout reaches 5.
- The share of Yosys cell area claimed by the top area cell type is 0.383.
- The worst max-slew margin expressed relative to the limit is 0.765.
- The OpenROAD report gives the critical path a data arrival time of 1.39 ns.
- The count of state elements after synthesis is 9.
- The last weighted congestion value of the routability-driven placer is slightly above 0.8.
- For reference, the top cells by area after synthesis are sky130_fd_sc_hd__dfxtp_1 38%, sky130_fd_sc_hd__edfxtp_1 7.2%, sky130_fd_sc_hd__xnor2_1 6.3%.
- The type recorded for the worst min-delay path is flop to flop.
- Per the CTS log, the maximum H-tree level is 1.
- The count of final setup violators is 0.
- Looking at area per cell type in the netlist, the leader is sky130_fd_sc_hd__dfxtp_1.
- The post-cts gate resize count is 0.
- The worst setup skew after layout is roughly 0.0017 ns.
- The number of global-route vias before repair was between 200 and 300.
- The final antenna diode count is 0.
- After technology mapping, the gate count stands at 41.
- Counting the fill cells in the layout gives 393.
- The highest clock rate is 0.682 GHz.
- The first global-routing pass estimated about 1100 um of wire.
- The clock input transition at the sequential cells of the worst setup and hold paths is around 0.060 ns.
- The worst setup path is captured at a flop.
- Entering global routing, the biggest net connects 9 pins.
- Averaged over all synthesized cells, the footprint is just over 10 um2.
- STA lists the startpoint of the worst register-to-register path as counter[0].
- The overall global routing resource usage is 0.0200.
- The clock passes through at most 2 buffers.
- The area of the mapped netlist is approximately 420 um2.
[per-layer routing]
layer	vias up	track usage
met2	2	0.0281
met3	2	0.00455
li1	149	-
met4	0	0.0106
met5	-	0
met1	128	0.0278
[sequential cells by signal, indices dropped and copies added (netlist names)]
name and cells:
CLK2 1, counter 8
[worst max-delay path, stage by stage (launching register included)]
cell and delay [ns]:
sky130_fd_sc_hd__dfxtp_1 0.35, sky130_fd_sc_hd__inv_1 0.07, sky130_fd_sc_hd__ha_1 0.14, sky130_fd_sc_hd__nand4b_1 0.19
sky130_fd_sc_hd__nor4b_4 0.39
[worst min path at each step]
stage           from          to  slack, ns  cells after the start
4_1_cts   counter[0]  counter[0]       0.48                      1
5_1_grt   counter[0]  counter[0]       0.51                      1
6_report  counter[0]  counter[0]       0.49                      1
[metrics by stage]
step,worst slack [ns],instances,instance area (um2),power [W],utilization
floorplan,0.673,41,418,0.000186,-
global placement,0.558,87,474,0.000186,0.139
detailed placement,0.535,87,474,0.000186,0.139
CTS,0.523,91,500,0.000321,0.147
global route,0.427,91,500,0.000330,0.147
finish,0.534,91,500,0.000317,0.147
[cells in the mapped netlist, drive strengths merged]
cell type	count
o211ai	2
dfxtp	8
inv	5
nor4b	1
ha	2
buf	1
o21ai	1
nand4	1
nor2	4
o2111ai	1
nand4b	1
nand3	3
xor2	2
nor2b	1
xnor2	3
nand2	2
edfxtp	1
mux2i	1
or4	1
[report_power, final]
group | internal [W] | leakage [nW] | total, W | switching, W
clock network | 0.0000765 | 0.0150 | 0.000135 | 0.0000580
registers | 0.000182 | 0.0760 | 0.000182 | 0
logic | 0 | 0.0672 | 0.0000000000672 | 0
[cell type report]
type | count | area, um2 | share of cell area
Multi-Input combinational cell | 26 | 198 | 0.395
Sequential cell | 9 | 190 | 0.380
Tap cell | 46 | 57.6 | 0.115
Clock buffer | 4 | 26.3 | 0.0525
Inverter | 5 | 18.8 | 0.0375
Timing Repair Buffer | 1 | 10.0 | 0.0200
[cell families after synthesis]
family          Yosys count
compound gates            4
fa+ha+maj                 2
mux                       1
buf+inv                   6
flops                     9
simple gates             14
xor+xnor                  5
Power is estimated from default activity; no workload was simulated.
