==> /design/flow/design.v <==
module BCDtoSSeg (
    input [3:0] BCD,
    input [3:0] an_i,  
    output reg [0:6] SSeg, 
    output [3:0] an
  );
  assign an = an_i;
  always @ ( * ) begin
    case (BCD)
      4'b0000: SSeg = 7'b0000001;  
  	  4'b0001: SSeg = 7'b1001111;  
  	  4'b0010: SSeg = 7'b0010010;  
  	  4'b0011: SSeg = 7'b0000110;  
  	  4'b0100: SSeg = 7'b1001100;  
  	  4'b0101: SSeg = 7'b0100100;  
  	  4'b0110: SSeg = 7'b0100000;  
  	  4'b0111: SSeg = 7'b0001111;  
  	  4'b1000: SSeg = 7'b0000000;  
  	  4'b1001: SSeg = 7'b0000100;  
      4'ha: SSeg = 7'b1111110;
       default: SSeg = 7'b0000000;
    endcase
  end
endmodule
==> /design/flow/run.sh <==
#!/bin/bash
# OpenROAD 26Q1-2900-gdf79404cd8, Yosys 0.63+post, stock flow scripts
make -C /OpenROAD-flow-scripts/flow DESIGN_CONFIG=/design/flow/config.mk WORK_HOME=/design/flow/orfs finish
==> /design/flow/config.mk <==
export PLATFORM = sky130hd
export DESIGN_NAME = BCDtoSSeg
export DESIGN_NICKNAME = BCDtoSSeg
export VERILOG_FILES = /design/flow/design.v
export SDC_FILE = /design/flow/constraint.sdc
export NUM_CORES = 4
export LEC_CHECK = 1
export CORE_AREA = 10 10 70 70
export DIE_AREA = 0 0 80 80
==> /design/flow/constraint.sdc <==
current_design BCDtoSSeg

set clk_period 1.2
set clk_io_pct 0.2

create_clock -name clk0 -period $clk_period

set non_clock_inputs [all_inputs -no_clocks]
set_input_delay [expr $clk_period * $clk_io_pct] -clock clk0 $non_clock_inputs
set_output_delay [expr $clk_period * $clk_io_pct] -clock clk0 [all_outputs]
==> flow_summary.yaml <==
# yosys + openroad results
global_route:
  grt-ovfl-total: 0
  grt_max_degree: 7
  grt_pass1_wl_um: 1260
  grt_util_all_layers: 0.0226
  grt_pass1_vias: 241
  antenna_found_initial: 0
power_and_ir_drop:
  power.net_switching_mw: 0.0660
  power_density_mw_per_mm2: 303
  p_seq_frac: 0
  p_sw_frac: 0.416
  leakage_nw: 0.218
  p_clk_frac: 0
  p_int_mw: 0.0926
  power_frac_comb: 1.000
  p_total_mw: 0.159
  peakVddDrop_v: 0.0000453
floorplanning:
  rows: 21
  fp.dieH_um: 80
  die_area_mm2: 0.00640
  die_w_um: 80
  boundaryPins: 19
  fp_util: 0.0711
  coreArea_mm2: 0.00342
timing:
  fin_tns_setup_ps: -189
  drv_slew: 0
  fmax_ghz: 0.773
  final-hold-violation-count: 0
  setup_violations: 4
  hold_slack_ps: 480
  tightest_slew_ps: 139
  setup_slack_ps: -93.0
  rsz0062_at_grt: "yes"
  maxSlewHeadroom: 0.904
  fin_crit_ps: 1290
  finalClockPeriodUsage: 1.08
min_path:
  whs_path_depth: 0
  hp-class: "input pin to primary output"
  min_to: "an[0]"
  worstHoldStart: "an_i[0]"
place:
  port_buffers: 11
  dp_hpwl_um: 534
  place.gp.congestion: 0.757
  place_inst: 88
setup_path:
  cp_cell_sequence: "buf_12 -> inv_6 -> buf_6 -> ha_4 -> mux2i_4 -> buf_4 -> o22ai_2 -> buf_2"
  slowest_delay_ps: 150
  cp.arrival_ps: 1050
  critical_path.startpoint: "BCD[1]"
  cp-start-kind: "input pin"
  cp_max_fo: 3
  required_ps: 960
  crit_path_end_kind: "primary output"
  critical_path_class: "input pin to primary output"
  cp_slowest_cell: "ha_4"
drt:
  drt_wl_total_um: 773
  drcViolationCount: 0
  vias_per_cell: 2.70
  vias: 248
  final_antenna_net_count: 0
  first_pass_iters: 2
  wl_per_cell_um: 8.40
  drt_iter0_drc: 5
  num_antenna_cells: 0
synth:
  syn-cell-area_um2: 243
  ys_seq_share: 0
  yosys_area_um2: 243
  syn_inst: 31
  synth_stat.cells: 31
  synth_cell_type_count: 15
  avgSynthCellArea_um2: 7.83
  ys_warn_count: 1
cells_and_area:
  drive_above_1_share: 0.826
  lay_top_count: "buf_4"
  finalNonFillerCells: 92
  flop-count: 0
  layout_top_cells: "9 x buf_4, 6 x buf_2, 4 x ha_4"
  fillers: 378
  areaGrowthSynthToFinish_pct: 115
  comb_area_um2: 275
  postLayoutCoreUtil: 0.153
  clockBufferCount: 0
  regArea_um2: 0
run_status:
  status: "finished, violations left"
  violations: "negative setup slack"
job:
  max_cap_viol_count: 0
  warning_count: 38
-- cells in the mapped netlist, drive strengths merged --
cell    instances  area [um^2]
o22ai           2         12.5
mux2i           2         20.0
nor2b           2         20.0
o21a            1         7.51
ha              5         62.6
o21ai           3         18.8
inv             2         7.51
nand2           4         15.0
nand2b          1         13.8
a21oi           1         5.00
nor2            2         7.51
buf             6         52.6
-- per-stage QoR --
step / setup WS [ps] / instance area (um^2)
finish: -93.0 / 523
global route: -143 / 523
CTS: -102 / 464
detailed placement: -895 / 403
global placement: -876 / 403
floorplan: 171 / 243
-- final cells by class --
type | instances | share of cell area
multi-input combinational | 23 | 0.526
tap | 46 | 0.110
timing repair buffer | 21 | 0.330
inverter | 2 | 0.0335
-- worst max path at each step --
stage / end / slack [ps] / cells past startpoint
6_report: SSeg[3] / -90 / 8
5_1_grt: SSeg[6] / -140 / 6
4_1_cts: SSeg[3] / -100 / 8
-- worst max-delay path: cells and delay by family --
kind	cells	cell delay [ps]
AOI/OAI and AO/OA	1	50
adders and majority gates	1	150
buffers and inverters	5	470
muxes	1	150
-- power by group through the flow --
stage	clock (mW)	sequential, mW	combinational [mW]
after CTS	0	0	0.133
final	0	0	0.159
after global routing	0	0	0.175
-- metal layers --
metal / GRT usage / up-vias / wire length (um)
met4: 0.00352 / 0 / 4
met5: 0 / - / 0
met1: 0.0323 / 106 / 376
li1: - / 131 / -
met2: 0.0321 / 9 / 298
met3: 0.00795 / 2 / 94
-- logic make-up (layout without fill, tap and decap cells) --
logic type | count (synthesis) | after routing | synth area share
buffers and inverters | 8 | 23 | 0.247
muxes | 2 | 2 | 0.0825
AOI/OAI and AO/OA | 7 | 7 | 0.180
adders and majority gates | 5 | 5 | 0.258
and+or+nand+nor | 9 | 9 | 0.232
-- repair_timing --
item / CTS / global route
hold endpoints to repair: 0 / 0
hold buffers: 0 / 0
buffers inserted: 3 / 1
pin swaps: 7 / 4
gates resized: 55 / 12
endpoints found under the setup margin: 7 / 7
Power figures rest on the tool's default switching activity, not on a simulated workload.
